`design/flow/config.mk`:
```
export PLATFORM = sky130hd
export DESIGN_NAME = RegisterFile
export DESIGN_NICKNAME = RegisterFile
export VERILOG_FILES = /design/flow/design.v
export SDC_FILE = /design/flow/constraint.sdc
export NUM_CORES = 4
export LEC_CHECK = 1
export CORE_UTILIZATION = 50
```
`design/flow/constraint.sdc`:
```
current_design RegisterFile

set clk_period 3.8
set clk_io_pct 0.2

create_clock -name clk0 -period $clk_period [get_ports {clk}]

set non_clock_inputs [all_inputs -no_clocks]
set_input_delay [expr $clk_period * $clk_io_pct] -clock clk0 $non_clock_inputs
set_output_delay [expr $clk_period * $clk_io_pct] -clock clk0 [all_outputs]
```
`design/flow/design.v`:
```
`timescale 1ns / 1ps
module RegisterFile(
 input clk,
 input reset,
 input [2:0] r1,r2,r3,
 input [18:0] write_data,
 input register_write,
 output [18:0] read_data1,
 output [18:0] read_data2
 );
 reg [18:0] registers[0:7];     
 assign read_data1 = registers[r1];
 assign read_data2 = registers[r2];
 integer i;
 always @(posedge clk or posedge reset)
   begin 
     if(reset)
       for(i=0; i<8 ; i=i+1)
         registers[i] <= 19'b0;    
       else if(register_write)
         registers[r3] <= write_data;
     end
endmodule
```
`design/flow/run.sh`:
```
#!/bin/bash
# OpenROAD 26Q1-2900-gdf79404cd8, Yosys 0.63+post, stock flow scripts
make -C /OpenROAD-flow-scripts/flow DESIGN_CONFIG=/design/flow/config.mk WORK_HOME=/design/flow/orfs finish
```
==> impl_metrics.sql <==
-- flow metrics import
INSERT INTO impl_metrics (metric_group, metric, value, unit) VALUES
('synthesis', 'ys_chip_area', '8370', 'um2'),
('global_routing', 'pin_count_of_the_biggest_net_entering_global_routing', '78', ''),
('die', 'floorplan.core_util', '51.9', '%'),
('pwr', 'worst_ir_drop_vdd', '338', 'uV'),
('route', 'routed_wirelength', '21900', 'um'),
('pwr', 'netSwitchingPower', '1330', 'uW'),
('route', 'wl_per_cell', '21.5', 'um'),
('status', 'status', 'finished clean', ''),
('route', 'drc', '0', ''),
('sta', 'finalHoldViolCount', '0', ''),
('worst_setup_path', 'rr_startpoint', 'registers[5][6]', ''),
('cts', 'clock_tree_from_tritoncts', 'done', ''),
('die', 'cell_row_count', '46', ''),
('final_layout', 'fin_area', '9950', 'um2'),
('final_layout', 'mostFrequentLayoutCell', 'mux2_2', ''),
('sta', 'shortest_clock_period_the_worst_path_allows_after_layout', '3.48', 'ns'),
('worst_setup_path', 'setup.worst_path.start_class', 'input port', ''),
('sta', 'fin_crit_sh', '91.6', '%'),
('cts', 'cts.hold.buffers_added', '0', ''),
('route', 'vias', '6185', ''),
('sta', 'timing.final.max_slew_violations', '0', ''),
('synthesis', 'post_synth.cell_area_avg', '11.5', 'um2'),
('sta', 'achievable-frequency', '287', 'MHz'),
('cts', 'numClockSinks', '152', ''),
('final_layout', 'registers.top_by_ff_count', 'registers', ''),
('route', 'antenna_cells_inserted', '0', ''),
('pwr', 'comb_power_share', '22.8', '%'),
('final_layout', 'drive_above_1_share', '31.3', '%'),
('route', 'drt-initial-drc-count', '337', ''),
('synthesis', 'yosys.stat.seqShare', '45.5', '%'),
('worst_setup_path', 'setup.worst_path.class', 'input port to output port', ''),
('worst_setup_path', 'crit_path_max_fanout', '11', ''),
('placed_design', 'place.gp.congestion', '0.841', ''),
('die', 'chipArea', '17300', 'um2'),
('synthesis', 'synth.yosys.num_cells', '726', ''),
('synthesis', 'netlist_instances', '726', ''),
('pwr', 'share_seq_of_total_power', '42.9', '%'),
('global_routing', 'grt.total_usage', '27.9', '%'),
('cts', 'number_of_h_tree_branching_levels', '4', ''),
('pwr', 'power.internal', '3840', 'uW'),
('route', 'final_antenna_net_count', '0', ''),
('global_routing', 'globalRoute.totalOverflow', '0', ''),
('global_routing', 'first_global_vias', '6329', ''),
('sta', 'timing_worst_slew_pin_value', '0.663', 'ns'),
('worst_setup_path', 'cp_data_arrival_time', '2.72', 'ns'),
('sta', 'setup_viol', '0', ''),
('job', 'drv.max_cap_violation_count', '0', ''),
('min_path', 'hold_start', 'registers[7][0]', ''),
('final_layout', 'largest_reg_flops', '152', ''),
('sta', 'maxSlewHeadroom', '55.7', '%'),
('final_layout', 'layout_top_registers', 'registers (152)', ''),
('cts', 'cts_post_setup_buffers_inserted', '0', ''),
('placed_design', 'placement.cell_area', '9320', 'um2'),
('sta', 'finalClockSkew', '0', 'ns'),
('cts', 'clock_tree.root_cell', 'clkbuf_16', ''),
('cts', 'post_cts_resize_count', '0', ''),
('synthesis', 'synth.distinct_cells', '38', ''),
('job', 'log.warning_count', '25', ''),
('final_layout', 'syn_to_final_growth', '18.9', '%'),
('worst_setup_path', 'source_of_the_critical_timing_path', 'r2[2]', ''),
('global_routing', 'grt_antenna_before_repair', '0', ''),
('cts', 'clk_pin_slew', '0.05', 'ns'),
('sta', 'worst_hold_slack', '0.525', 'ns'),
('synthesis', 'netlist_area', '8370', 'um2'),
('placed_design', 'dp_hpwl', '13500', 'um'),
('die', 'ios', '69', ''),
('synthesis', 'ys_seq_elements', '152', ''),
('die', 'chipWidth', '131', 'um'),
('cts', 'cts_buffer_depth', '2', ''),
('global_routing', 'grt_pass1_wl', '35600', 'um'),
('final_layout', 'most-common-layout-cells', 'mux2_2, dfrtp_1, clkdlybuf4s50_1', '');
path summary, 6_finish.rpt:
kind                            depth (start not counted)  slack (ns)          endpoint
worst min-delay path                                    1        0.52   registers[7][0]
max in group asynchronous                               3        2.33  registers[5][17]
worst max-delay path                                    7        0.32     read_data2[9]
min in group asynchronous                               2        0.70   registers[2][5]
worst max register to register                          1        3.01   registers[5][6]
worst min register to register                          1        0.52   registers[7][0]
metal layers:
metal | part of all wire [%] | vias up | GRT usage [%]
li1 | - | 2825 | -
met1 | 47 | 3158 | 44.5
met2 | 46 | 180 | 42.8
met3 | 5.6 | 22 | 5.04
met4 | 1.2 | 0 | 3.49
met5 | 0 | - | 0
cells in the mapped netlist, drive strengths merged:
cell type,count,area [um2]
mux2i,24,240
a21o,14,105
a221oi,11,96.3
mux4,6,135
or3,2,12.5
a31oi,2,12.5
nor2,38,143
o22a,15,131
clkbuf,16,60.1
nand2,30,113
nand4b,3,26.3
o21ai,18,90.1
nand4,1,12.5
a221o,9,90.1
nand2b,20,133
a311oi,14,123
mux2,166,1880
a22o,15,131
o2bb2ai,1,8.76
inv,18,67.6
a22oi,25,188
o22ai,1,6.26
a211o,7,61.3
a21oi,49,245
nand3,1,5.00
dfrtp,152,3800
nor3,2,21.3
buf,46,287
nor3b,2,26.3
nand3b,1,7.51
nor2b,17,106
per-stage QoR:
step | setup WS [ns] | std cells | utilization (%) | power (uW)
2_1_floorplan | 1.12 | 726 | - | 2980
5_1_grt | 0.217 | 1018 | 61.7 | 5460
3_5_place_dp | 0.331 | 986 | 57.9 | 3410
4_1_cts | 0.325 | 1018 | 61.7 | 5210
6_report | 0.321 | 1018 | 61.7 | 5170
3_3_place_gp | 0.333 | 986 | 57.9 | 3380
critical path, cell delays in order:
cell             delay (ns)
clkdlybuf4s50_1        0.60
buf_4                  0.25
nand2b_1               0.17
nor2_1                 0.06
a211o_1                0.26
a21oi_1                0.13
clkdlybuf4s50_1        0.48
power groups by stage:
stage         registers [uW]  logic [uW]  clock network [uW]
finish                  2220        1180                1770
global route            2270        1290                1900
CTS                     2220        1190                1810
kinds of logic (layout without fill, tap and decap cells):
family	after synthesis	after routing	share of synthesized area [%]
flops	152	152	45.5
buf+inv	80	156	4.95
compound gates	181	181	15.4
simple gates	117	117	7.24
mux	196	196	27.0
area by class of cell:
type                            count  area (um2)
Fill cell                        1258        6170
Multi-Input combinational cell    494        4160
Sequential cell                   152        3800
Timing Repair Buffer              106        1020
Clock buffer                       24         482
Tap cell                          216         270
Clock inverter                      8         143
Inverter                           18        71.3
No activity file was given, so power comes from the tool's default toggle rates.
