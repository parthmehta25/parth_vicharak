**./design.v**
```verilog
`timescale 1ns / 1ps
module ControlUnit(
  input [4:0] Opcode,
  output reg register_write,
  output reg memory_write,
  output reg alu_source,
  output reg memory_to_register,
  output reg Pc_source,
  output reg branch,
  output reg jump,
  output reg call,
  output reg ret
 );
 always @(*)
   begin 
     {register_write, memory_write , alu_source , memory_to_register, Pc_source , branch , jump , call , ret} = 9'b000000000;
     case(Opcode)
       5'b00001,5'b00010,5'b00011,5'b00100,5'b00101,5'b00110,5'b00111,5'b01000,5'b01001,5'b01010:
         register_write = 1;
         5'b10000:
           begin 
            register_write=1;
            alu_source = 1;
            memory_to_register = 1;
          end
        5'b10001:
          begin 
           memory_write=1;
           alu_source=1;
          end
        5'b01011:branch = 1;   
        5'b01100: branch= 1;  
        5'b01101: jump=1;     
        5'b01110: call=1;  
        5'b01111: ret=1;  
        5'b10010,5'b10011,5'b10100: register_write=1;    
        default:  ;
     endcase
   end
endmodule
```
**./run.sh**
```bash
#!/bin/bash
# OpenROAD 26Q1-2900-gdf79404cd8, Yosys 0.63+post, stock flow scripts
make -C /OpenROAD-flow-scripts/flow DESIGN_CONFIG=/design/flow/config.mk WORK_HOME=/design/flow/orfs finish
```
**./config.mk**
```make
export PLATFORM = sky130hd
export DESIGN_NAME = ControlUnit
export DESIGN_NICKNAME = ControlUnit
export VERILOG_FILES = /design/flow/design.v
export SDC_FILE = /design/flow/constraint.sdc
export NUM_CORES = 4
export LEC_CHECK = 1
export CORE_AREA = 10 10 70 70
export DIE_AREA = 0 0 80 80
```
**./constraint.sdc**
```tcl
current_design ControlUnit

set clk_period 1.4
set clk_io_pct 0.2

create_clock -name clk0 -period $clk_period

set non_clock_inputs [all_inputs -no_clocks]
set_input_delay [expr $clk_period * $clk_io_pct] -clock clk0 $non_clock_inputs
set_output_delay [expr $clk_period * $clk_io_pct] -clock clk0 [all_outputs]
```
==> run notes <==
impl run done, here's what came out: Crit Path Max Fanout 8, Die W 80 um, GR Util met1 3.36%, RSZ-0062 raised after global routing true, Seq. cell area 0 um2, Inst Count DP 87, Synth Cell Area 141 um2, initial antenna violation count 0, sequential share of the synthesized area 0%, Seq cells 0, GRT Total Usage 2.22%, CP Class input pin to output port, Peak supply drop 0.0000330 V, Critical Path RT 1.12 ns, routed via count 260, DR WL/cell 8.46 um, final setup margin -0.114 ns, CP Capture Type output port, fill count 391, most frequent cell after synthesis nor2_1, Peak Freq 660 MHz, Die Span Y 80 um, Main area contributors nor3b_1 16%, nor2_1 13%, nand2b_1 8.8%, Final setup viols 2, Synth area leader nor3b_1, GPL Wtd Cong 0.754, drt pass-1 iters 2, status finished with violations, first-pass GRT wire length 1170 um, Worst setup SP type input pin, top cells by count, synth 5 x nor2_1, 3 x nor3b_1, 2 x nand2_1, 2 x nand2b_1, routed wire length 804 um, chip area 6400 um2, cell count after synthesis 24, Max-cap violations 0, Slew Viols, Final 0, logic area 171 um2, Synth cell types 16, cells in synth_stat.txt 24, Final Critical Period 1.51 ns, DRT iter0 DRCs 34, period utilization 108%, crit-path max cell delay 0.52 ns, Synth warnings 1, Area Growth Syn to Fin 234%, Finished Core Util 13.8%, Arrival @ worst endpoint 1.23 ns, Initial Util 4.14%, Fin. Hold Viols 0, met2 Track Usage GR 3.61%, tool warnings 34, vias in the first global route 231, filler-free cell count of the finished design 95, grt met3 use 0%, top-area cell type share of the netlist area 15.9%, PortBufs 13, grt total ovfl 0, largest net degree at the start of global routing 10, Final ANT Viol Nets 0, core area 3420 um2, CLK BUF 0, Cell Rows 21, Critical-path top delay cell or4_4, Critical Path, Cell by Cell buf_12 -> or4_4 -> o21ai_2 -> a221oi_2 -> buf_2, share of cells above drive strength 1 65.3%, PwrDens 212 nW/um2, DP Worst Slack -0.840 ns, Post-DP HPWL 624 um, DRC 0, gr busiest metal met2, routed vias/inst 2.74, syn_area_per_cell 5.89 um2, Chip Area, Yosys 141 um2, Hold WC Path Type input pin to output port, n_diodes 0, Lkg Pwr 0.198 nW, hold buffer count at cts 0, Hold Slack 0.886 ns, failing checks negative setup slack, Ports 14
[worst max-delay path: cells and delay by family]
family,cells,cell delay (ns)
buffers and inverters,2,0.23
AND-OR/OR-AND,2,0.20
AND/OR/NAND/NOR,1,0.52
[report_power, final]
part	total, W	internal, W	leakage (nW)	switching [W]
registers	0	0	0	0
clock network	0	0	0	0
logic	0.0000998	0.0000613	0.198	0.0000385
[logic make-up after synthesis]
group,share of synthesized area (%)
other,2.65
buffers and inverters,13.3
AND-OR/OR-AND,18.6
AND/OR/NAND/NOR,65.5
[path summary, 6_finish.rpt]
kind  startpoint             end  slack [ns]  cells past startpoint
max    Opcode[1]  register_write       -0.11                      5
min    Opcode[1]             ret        0.89                      4
[through the flow]
| stage | area (um2) | power [W] | TNS, ns |
|---|---|---|---|
| final | 472 | 0.0000998 | -0.149 |
| after global routing | 472 | 0.000108 | -0.279 |
| after CTS | 380 | 0.0000732 | -0.278 |
| after detailed placement | 355 | 0.0000702 | -5.22 |
| after global placement | 355 | 0.0000685 | -5.12 |
| after floorplan | 141 | 0.0000233 | 0 |
[layout by cell type (no fill, tap or decap)]
cell,count
nor3b_1,2
nand2_1,2
nor2_1,2
a21o_1,1
nand2b_4,1
nor2_4,2
clkdlybuf4s15_1,2
a21oi_1,1
buf_4,11
nand3_1,1
buf_6,5
dlygate4sd2_1,2
nand3b_1,1
or4_4,1
a221oi_2,1
nor3_2,1
nor2b_1,1
buf_2,4
buf_12,1
conb_1,1
buf_8,1
nand2b_1,1
o21ai_2,1
nor3b_2,1
clkdlybuf4s15_2,1
nor2_2,1
[layout make-up]
class                      instances  share of cell area, %
timing repair buffer              27                   51.5
multi-input combinational         22                   36.3
tap                               46                   12.2
[routing by layer]
| layer | up-vias | part of all wire [%] |
|---|---|---|
| li1 | 133 | - |
| met1 | 121 | 53 |
| met2 | 6 | 46 |
| met3 | 0 | 0.62 |
| met4 | 0 | 0 |
| met5 | - | 0 |
[repair_timing]
item / CTS / global route
endpoints found under the setup margin: 8 / 7
pin swaps: 8 / 5
cloned: 0 / 0
setup buffers: 6 / 2
resized: 42 / 21
No activity file was given, so power comes from the tool's default toggle rates.
